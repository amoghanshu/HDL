**/design/flow/design.v**
```verilog
module shift_register (
  input clk,
  input data_in,
  input load,
  output [7:0] data_out
);
  reg [7:0] data;
  always @(posedge clk) begin
    if (load) begin
      data <= data_in;
    end else begin
      data[7:1] <= data[6:0];
      data[0] <= data_in;
    end
  end
  assign data_out = data;
endmodule
module SISO_shift_register(clk, rst_n, si, so);
  input clk, rst_n, si;
  output reg so;
  reg [7:0] data;
  always @(posedge clk) begin
    if (!rst_n) begin
      data <= 8'b0;   
    end else begin
      data <= {si, data[7:1]};   
      so <= data[7];           
    end
  end
endmodule
module PISO_shift_register(clk, rst_n, di, load, so);
  input clk, rst_n, load;
  input [7:0] di;
  output reg so;
  reg [7:0] data;
  always @(posedge clk) begin
    if (!rst_n) begin
      data <= 8'b0;   
      so <= 1'b0;     
    end else begin
      if (load) begin
        data <= di;   
      end else begin
        so <= data[7];   
        data <= {1'b0, data[7:1]};   
      end
    end
  end
endmodule
module PIPO_shift_register(clk, rst_n, di, do);
  input clk, rst_n;
  input [7:0] di;
  output reg [7:0] do;
  always @(posedge clk) begin
    if (!rst_n) begin
      do <= 8'b0;   
    end else begin
      do <= di;   
    end
  end
endmodule
module SIPO_shift_register(clk, rst_n, si, do);
  input clk, rst_n, si;
  output reg [7:0] do;
  reg [7:0] data;
  always @(posedge clk) begin
    if (!rst_n) begin
      data <= 8'b0;   
    end else begin
      data <= {si, data[7:1]};   
      do <= data;           
    end
  end
endmodule
```
**/design/flow/run.sh**
```bash
#!/bin/bash
# OpenROAD 26Q1-2900-gdf79404cd8, Yosys 0.63+post, stock flow scripts
make -C /OpenROAD-flow-scripts/flow DESIGN_CONFIG=/design/flow/config.mk WORK_HOME=/design/flow/orfs finish
```
**/design/flow/config.mk**
```make
export PLATFORM = sky130hd
export DESIGN_NAME = SIPO_shift_register
export DESIGN_NICKNAME = SIPO_shift_register
export VERILOG_FILES = /design/flow/design.v
export SDC_FILE = /design/flow/constraint.sdc
export NUM_CORES = 4
export LEC_CHECK = 1
export CORE_AREA = 10 10 70 70
export DIE_AREA = 0 0 80 80
```
**/design/flow/constraint.sdc**
```tcl
current_design SIPO_shift_register

set clk_period 1.0
set clk_io_pct 0.2

create_clock -name clk0 -period $clk_period [get_ports {clk}]

set non_clock_inputs [all_inputs -no_clocks]
set_input_delay [expr $clk_period * $clk_io_pct] -clock clk0 $non_clock_inputs
set_output_delay [expr $clk_period * $clk_io_pct] -clock clk0 [all_outputs]
```
==> deck_impl_summary.md <==
Key Metrics from the Run

Cells and area
  • Cell Count, Final, Fillers Out: 84
  • Final-layout fill cell count: approximately 380
  • Fraction of layout instances using a drive strength above 1: 31.6%
  • Final core area utilization: between 15 and 20%
  • Signed area change from the synthesized netlist to the final layout: 35.6%

Power
  • Leakage component of the power: 0.000235 uW
  • Maximum vdd drop: 0.000773 V
  • Power density normalized to cell area: between 1500 and 2000 nW/um2
  • Power consumption: 1050 uW

Placement
  • Buffers added on ports: 10
  • Placed insts: about 81
  • GP Congestion: roughly 0.64

Detailed routing
  • Detailed router's first-iteration violation count: 13
  • Post-route DRC violation count: 0
  • Wire length reported by the detailed router: approximately 630 um
  • Number of antenna repair diodes: 0
  • Count of vias placed by the detailed router: 215
  • Detail-routed net length per standard cell: 7.55 um
  • Post-DR vias/cell: 2.56
  • DRT Pass-1 Iters: 2
  • Final antenna-violating net count: 0

Synth
  • Register share after synthesis: 88.9%
  • Cell area after technology mapping: around 450 um2
  • Dominant comb cell: simple AND/OR/NAND/NOR gates
  • Complex Gates by Area: 0%
  • Yosys chip area: 450 um2
  • Largest cells by area: sky130_fd_sc_hd__edfxtp_1 53%, sky130_fd_sc_hd__dfxtp_1 36%, sky130_fd_sc_hd__and2_1 11%
  • Count of yosys warnings during synthesis: 1
  • Average instance area after synthesis: between 15 and 20 um2
  • Post-synthesis cell count: 24
  • EDFF count, synth: 8
  • Area leader share: around 53%
  • Commonest cells in the netlist: 8 x sky130_fd_sc_hd__and2_1, 8 x sky130_fd_sc_hd__dfxtp_1, 8 x sky130_fd_sc_hd__edfxtp_1
  • Synth Area in XOR/XNOR: 0%
  • Synth area leader: sky130_fd_sc_hd__edfxtp_1
  • Number of library cell types mapped by synthesis: 3
  • Main synth FF type: sky130_fd_sc_hd__edfxtp_1
  • Adder and majority cell fraction of the synthesized area: 0%
  • Post-synthesis share of cell area spent on and, or, nand and nor gates: 11.1%
  • # Cells Yosys: 24
  • Fraction of synthesized area in multiplexers: 0%
  • Yosys reg bits: 16
  • Fraction of synthesis flops using an asynchronous set or reset pin: 0%

Final timing
  • Time the final worst path needs with I/O delays and setup: about 0.96 ns
  • Slew of the pin with the lowest slew margin: approximately 0.13 ns
  • Max Clk Rate: around 1000 MHz
  • RSZ-0062 raised after global routing: true
  • Period utilization: 96.3%
  • Relative max-transition margin: 91.6%
  • Number of setup violations in the final report: 0
  • Final count of pins violating max slew: 0
  • Final tally of hold violations: 0
  • Worst clock skew on the final layout: between 0.0015 and 0.002 ns

Worst setup path
  • Delay of the slowest cell on the worst path: 0.37 ns
  • Number of buffers and inverters on the critical path: 1
  • Family with the most delay on the worst path: flip-flops
  • Startpoint Class: register
  • Master of the slowest instance on the critical path: sky130_fd_sc_hd__edfxtp_1
  • Cells along the critical path: buf_2
  • Critical Path Fanout Max: 1
  • Data arrival time at the worst-slack endpoint: 0.76 ns
  • Category of the worst setup path capture point: output port
  • Data required time of the critical path: 0.80 ns
  • Worst setup path category: reg -> out

Global routing
  • GRT overflow: 0
  • Antenna violations before repair: 0
  • Global-route wire length before repair: 1070 um
  • Largest net degree at the start of global routing: 16
  • Vias in the first global route: 220
  • Overall track demand over capacity in global routing: 2.23%

Floorplan
  • Core area: 3420 um2
  • Die Y: 80 um
  • I/O pin count: 11
  • Die Area: 6400 um2
  • Placement Rows: 21
  • Die Span X: approximately 80 um
  • Floorplan Utilization: 13.2%

Clocking
  • Clock Tree Root: sky130_fd_sc_hd__clkbuf_4
  • Clock tree from TritonCTS: done
  • Number of buffers created by CTS: 3
  • Insertion delay of the later-clocked pin in the worst-skew pair: 0.27 ns
  • H-tree Lvls: 1
  • Max Root-Sink Buffers: 2
  • Count of buffers added by post-CTS timing repair for setup: 0
  • Clock Sinks: 16
  • Register clock-pin slew on the reported worst setup and hold paths: 0.08 ns

Run status
  • Run status: finished clean

Job
  • Warning total across the stage logs: 26
  • Maximum capacitance violations: 0

Worst hold path
  • Min-Delay Path Class: reg -> reg
==> final timing paths <==
path,startpoint,endpoint,slack [ns],depth (start not counted)
worst max-delay path,do[7],do[7],0.04,1
worst max register to register,data[2],data[1],0.43,1
worst min-delay path,data[0],do[0],0.41,0
worst min register to register,data[0],do[0],0.41,0
==> layer usage <==
metal	wire length [um]	up-vias	track usage [%]	part of all wire, %
li1	-	112	-	-
met3	55	2	1.93	8.7
met2	276	7	3.29	44
met5	0	-	0	0
met1	298	94	2.50	47
met4	4	0	0.176	0.63
==> metrics by stage <==
stage | setup slack [ns] | setup TNS (ns) | hold WS [ns] | area [um2]
floorplan | 0.470 | 0 | 0.312 | 450
global placement | -0.157 | -1.72 | 0.388 | 628
detailed placement | -0.165 | -1.84 | 0.391 | 628
CTS | 0.00700 | 0 | 0.410 | 611
global route | -0.0213 | -0.0443 | 0.418 | 611
finish | 0.0365 | 0 | 0.409 | 611
==> placed cells by master, fill, tap and decap left out <==
master	Yosys	routed
sky130_fd_sc_hd__and2_1	8	8
sky130_fd_sc_hd__buf_2	0	8
sky130_fd_sc_hd__edfxtp_1	8	8
sky130_fd_sc_hd__buf_12	0	1
sky130_fd_sc_hd__clkdlybuf4s50_1	0	2
sky130_fd_sc_hd__clkbuf_4	0	3
sky130_fd_sc_hd__dfxtp_1	8	8
==> final cells by class <==
type | count | area, um2 | share of cell area, %
Clock buffer | 3 | 22.5 | 3.69
Multi-Input combinational cell | 8 | 50.0 | 8.20
Sequential cell | 16 | 400 | 65.6
Tap cell | 46 | 57.6 | 9.43
Timing Repair Buffer | 11 | 80.1 | 13.1
==> registers in the layout, indices dropped and copies added, names as in the netlist <==
name and flops:
do 8, data 8
==> power by group <==
| group | leakage, uW | switching, uW | total [uW] | internal [uW] |
|---|---|---|---|---|
| registers | 0.000146 | 5.69 | 714 | 709 |
| clock network | 0.0000138 | 159 | 298 | 139 |
| logic | 0.0000752 | 14.2 | 41.1 | 26.9 |
| total | 0.000235 | 179 | 1050 | 875 |
==> cell families (layout without fill, tap and decap cells) <==
family,count (synthesis),count (layout)
DFF,16,16
and+or+nand+nor,8,8
buffers and inverters,0,14
==> what timing repair did <==
action,in CTS,in global routing
resized,24,0
pin swaps,0,0
setup endpoints to repair,8,3
hold buffers,0,0
Power is estimated from default activity; no workload was simulated.
