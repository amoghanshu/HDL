==> flow/design.v <==
module alu(a, b, opcode, y);
input [31:0] a,b;
input [3:0] opcode;
output [31:0] y;
reg [31:0] y;
always @ (a or b or opcode)
begin
case (opcode )
4'b0000: y=a+b;
4'b0001: y=a-b;
4'b0010: y=~a;
4'b0011: y=a &b;
4'b0100: y=a | b;
4'b0101: y=~(a & b);
4'b0110: y=~(a | b);
4'b0111: y=a ^ b;
4'b1000: y=~(a ^ b);
4'b1001: y=a;
4'b1010: y=32'b00000000000000000000000000000000;
4'b1011: y=32'b11111111111111111111111111111111;
4'b1100: y=a+1;
4'b1101: y=a-1;
4'b1110: y=b+1;
4'b1111: y=b-1;
default: y=32'bX;
endcase
end
endmodule
==> flow/run.sh <==
#!/bin/bash
# OpenROAD 26Q1-2900-gdf79404cd8, Yosys 0.63+post, stock flow scripts
make -C /OpenROAD-flow-scripts/flow DESIGN_CONFIG=/design/flow/config.mk WORK_HOME=/design/flow/orfs finish
==> flow/config.mk <==
export PLATFORM = sky130hd
export DESIGN_NAME = alu
export DESIGN_NICKNAME = alu
export VERILOG_FILES = /design/flow/design.v
export SDC_FILE = /design/flow/constraint.sdc
export NUM_CORES = 4
export LEC_CHECK = 1
export CORE_UTILIZATION = 30
==> flow/constraint.sdc <==
current_design alu

set clk_period 24.8
set clk_io_pct 0.2

create_clock -name clk0 -period $clk_period

set non_clock_inputs [all_inputs -no_clocks]
set_input_delay [expr $clk_period * $clk_io_pct] -clock clk0 $non_clock_inputs
set_output_delay [expr $clk_period * $clk_io_pct] -clock clk0 [all_outputs]
==> summary.txt <==
impl run done, here's what came out: Cell Area, Synth 8269 um2, cell internal pwr 0.1052 mW, vias in the first global route 8,971, type of element capturing the critical path output pin, data required time at the worst endpoint 19,840 ps, post-synthesis cell type with the largest instance count sky130_fd_sc_hd__a21oi_1, die span in x 168.0 um, buffers added on ports 100, average cell area after synthesis 6.356 um2, Crit Path Category input port to output pin, setup repair after global routing missed its margin false, hold-critical path endpoint y[24], Worst-Margin Slew 820.8 ps, flip-flop and latch count 0, remaining number of nets flagged by the antenna check after routing 0, top cell type by total area after synthesis sky130_fd_sc_hd__ha_1, critical path arrival 10,250 ps, tool warnings 65, standard cell area after detailed placement 9502 um2, post-layout min period 15,210 ps, count of instantiated cells in the yosys netlist 1,301, Distinct lib cells used 70, DPL Wire Length 26,850 um, total routing resource utilization after global routing 0.2469, core region area 27,030 um2, share of power burned in combinational logic 1.000, die height 168.0 um, sequential share of the synthesized area 0, Power Dens Cells 26.20 nW/um2, synth cell count leaders sky130_fd_sc_hd__a21oi_1 (196), sky130_fd_sc_hd__ha_1 (128), sky130_fd_sc_hd__nand2_1 (119), pin count of the biggest net entering global routing 65, static leakage power 3.953 nW, worst hold path stage count 5, comb. cell area 7581 um2, Wirelength per Cell 20.99 um, max-capacitance violation count 0, drc violations 0, Final Max Tran Viols 0, via density per instance 6.015, top area cells in the synthesized netlist sky130_fd_sc_hd__ha_1 (19%), sky130_fd_sc_hd__a21oi_1 (12%), sky130_fd_sc_hd__o21ai_0 (7.1%), share of power burned in registers 0, worst supply voltage drop on vdd 0.00001376 V, clkbuf count 0, top area contributor share 0.1937, CP max FO 8, crit start category input port, Std-Cell Rows 60, number of design-rule violations left by the first detailed-router iteration 1,018, NetSw 0.1437 mW, wire length of the first global-routing pass 53,970 um, Congestion Overflow GR 0, final instance area 9502 um2, max frequency 65.75 MHz, total cell area reported by yosys after synthesis 8269 um2, placer's final routability congestion estimate 0.9389, Chip Area 28,230 um2, Max-slew headroom 0.4478, Switching Fraction 0.5773, total negative slack for setup checks 0 ps, Register Area 0 um2, Initial Utilization 0.3060, Finish-stage setup viols 0, antenna cells 0, growth of design area from synthesis to finish 14.90%, Clock power frac 0, final hold viol count 0, initial antenna violation count 0, Synthesis Warnings 1, routed vias 10,057, post-cts hold-fix buffer tally 0, hold_sp opcode[0], buffers inserted during post-CTS setup optimization 0, post-layout period usage 0.6133, Resize count post-CTS 0, fill cell instance count of the final layout 2,911, path type of the worst min-delay path input port to output pin, synthesized instance count 1,301, sum of internal, switching and leakage power 0.2489 mW, First-pass DRT Iterations 7, fraction of layout cells with a size suffix above 1 0.03456, I/O pin cnt 100, wirelength, routed 35,090 um, run status complete, no violations
-- kinds of logic after synthesis --
logic type,count (synthesis),share of synthesized area
fa+ha+maj,130,0.1985
simple gates,358,0.2117
mux,23,0.02814
buf+inv,185,0.08428
compound gates,531,0.3990
xor+xnor,74,0.07838
-- layout make-up --
| class | count | area share |
|---|---|---|
| well taps | 341 | 0.04490 |
| inverters | 94 | 0.03713 |
| multi-input cells | 1116 | 0.7979 |
| repair buffers | 121 | 0.1201 |
-- critical path, cell delays in order --
cell and delay (ps):
sky130_fd_sc_hd__clkdlybuf4s50_1 530, sky130_fd_sc_hd__inv_1 210, sky130_fd_sc_hd__ha_1 250, sky130_fd_sc_hd__nand4_1 350, sky130_fd_sc_hd__nor4_1 800, sky130_fd_sc_hd__xnor2_1 190
sky130_fd_sc_hd__a21oi_1 90, sky130_fd_sc_hd__ha_1 400, sky130_fd_sc_hd__a21oi_1 240, sky130_fd_sc_hd__o21ai_0 140, sky130_fd_sc_hd__a21oi_1 290, sky130_fd_sc_hd__o221ai_1 210
sky130_fd_sc_hd__a221oi_1 450, sky130_fd_sc_hd__o31ai_1 150, sky130_fd_sc_hd__or4_1 420, sky130_fd_sc_hd__nand3_1 100, sky130_fd_sc_hd__clkdlybuf4s50_1 480
-- layer usage --
layer  track usage  wire length, um  vias to the layer above
met1        0.3610            16060                     4664
met2        0.3857            15500                      446
met3       0.02969             2613                       55
met4       0.05744              920                        0
met5             0                0                        -
li1              -                -                     4892
-- power groups by stage --
stage         logic [mW]  clock network (mW)  registers (mW)
global route       0.273                   0               0
finish             0.249                   0               0
CTS                0.246                   0               0
-- worst max path at each step --
| stage | startpoint | endpoint | cells after the start |
|---|---|---|---|
| CTS | a[0] | y[31] | 17 |
| global route | a[0] | y[31] | 18 |
| finish | a[0] | y[31] | 17 |
-- stage by stage --
stage | cells | util | hold slack [ps] | worst slack (ps)
6_report | 1672 | 0.3516 | 10990 | 9590
3_5_place_dp | 1672 | 0.3516 | 10990 | 9670
5_1_grt | 1672 | 0.3516 | 11050 | 9229
4_1_cts | 1672 | 0.3516 | 10990 | 9655
3_3_place_gp | 1672 | 0.3516 | 10990 | 9716
2_1_floorplan | 1301 | - | 10140 | 11380
-- cell usage in the layout, fill, tap and decap left out, types with 9 or more instances in the layout --
cell,count
sky130_fd_sc_hd__o2111ai_1,9
sky130_fd_sc_hd__o211ai_1,9
sky130_fd_sc_hd__ha_1,128
sky130_fd_sc_hd__nand3_1,38
sky130_fd_sc_hd__nand4_1,17
sky130_fd_sc_hd__xnor2_1,50
sky130_fd_sc_hd__o221ai_1,18
sky130_fd_sc_hd__buf_4,22
sky130_fd_sc_hd__clkdlybuf4s50_1,96
sky130_fd_sc_hd__a21oi_1,196
sky130_fd_sc_hd__nor3_1,18
sky130_fd_sc_hd__a22oi_1,12
sky130_fd_sc_hd__or3_1,11
sky130_fd_sc_hd__a31oi_1,16
sky130_fd_sc_hd__and3_1,9
sky130_fd_sc_hd__nor2_1,87
sky130_fd_sc_hd__o22ai_1,35
sky130_fd_sc_hd__o21ai_0,117
sky130_fd_sc_hd__nor2b_1,13
sky130_fd_sc_hd__inv_1,94
sky130_fd_sc_hd__nand2_1,119
sky130_fd_sc_hd__a211oi_1,10
sky130_fd_sc_hd__a221oi_1,15
sky130_fd_sc_hd__a21o_1,18
sky130_fd_sc_hd__o21a_1,10
sky130_fd_sc_hd__xor2_1,24
sky130_fd_sc_hd__mux2i_1,21
Power figures rest on the tool's default switching activity, not on a simulated workload.
